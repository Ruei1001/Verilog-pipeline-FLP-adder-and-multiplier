===== flow/config.mk =====
export PLATFORM = sky130hd
export DESIGN_NAME = FLP_mul
export DESIGN_NICKNAME = FLP_mul
export VERILOG_FILES = /design/flow/design.v
export SDC_FILE = /design/flow/constraint.sdc
export NUM_CORES = 4
export LEC_CHECK = 1
export CORE_UTILIZATION = 50

===== flow/constraint.sdc =====
current_design FLP_mul

set clk_period 23.9
set clk_io_pct 0.2

create_clock -name clk0 -period $clk_period

set non_clock_inputs [all_inputs -no_clocks]
set_input_delay [expr $clk_period * $clk_io_pct] -clock clk0 $non_clock_inputs
set_output_delay [expr $clk_period * $clk_io_pct] -clock clk0 [all_outputs]

===== flow/design.v =====
module mul_unpack(
    input [31:0] A,
    input [31:0] B,
    output sign_A,          
    output sign_B,
    output [7:0] exp_A,     
    output [7:0] exp_B,
    output [23:0] mant_A,   
    output [23:0] mant_B
);
    assign sign_A = A[31];
    assign sign_B = B[31];
    assign exp_A = A[30:23];
    assign exp_B = B[30:23];
    assign mant_A = {1'b1, A[22:0]};
    assign mant_B = {1'b1, B[22:0]};
endmodule
module sign_multiplication(
    input sign_A,
    input sign_B,
    input [7:0] exp_A,     
    input [7:0] exp_B,
    input [23:0] mant_A,   
    input [23:0] mant_B,
    output [47:0] mant_result,
    output [7:0] exp_result,
    output sign_result
);
    wire [23:0] sign_mant_A, sign_mant_B;
    assign mant_result = mant_A * mant_B;
    assign exp_result = exp_A + exp_B - 8'd127;
    assign sign_result = sign_A ^ sign_B;
endmodule
module mul_normalization(
    input [47:0] mant_conv,
    input [7:0] exp_result,
    output [22:0] mant_norm,
    output [7:0] exp_norm,
    output gaurd_bit,
    output round_bit,
    output sticky_bit
);
    assign mant_norm = mant_conv[47] ? mant_conv[46:24] : mant_conv[45:23];
    assign exp_norm  = mant_conv[47] ? exp_result + 1'b1 : exp_result;
    assign gaurd_bit  = mant_conv[47] ? mant_conv[23] : mant_conv[22];
    assign round_bit  = mant_conv[47] ? mant_conv[22] : mant_conv[21];
    assign sticky_bit  = mant_conv[47] ? mant_conv[21] : mant_conv[20];
endmodule
module mul_rounding(
    input [22:0] mant_norm,
    input round_bit,
    input sticky_bit,
    input gaurd_bit,
    output [22:0] mant_rounded
);
    wire [22:0] temp;
    wire sticky_temp;
    assign sticky_temp = (~mant_norm[0] && sticky_bit ) ? 23'b1 : 23'b0;
    assign mant_rounded = (gaurd_bit) ? 23'b1 + mant_norm : mant_norm;
endmodule
module mul_packing(
    input sign_result,
    input [7:0] exp_norm,
    input [22:0] mant_rounded,
    output [31:0] result
);
    assign result = {sign_result, exp_norm, mant_rounded[22:0]};
endmodule
module FLP_mul(
    input [31:0] A,
    input [31:0] B,
    output [31:0] result
);
    wire sign_A, sign_B, sign_result;
    wire [7:0] exp_A, exp_B, exp_result, exp_norm;
    wire [47:0] mant_result, mant_conv;
    wire [23:0] mant_A, mant_B;
    wire [24:0] mant_A_align, mant_B_align;
    wire [24:0] mant_sum;
    wire [22:0] mant_rounded;
    wire round_bit, sign_norm, sticky_bit, gaurd_bit;
    mul_unpack unpackAB(
        .A(A), .B(B), .sign_A(sign_A), .sign_B(sign_B), .exp_A(exp_A), .exp_B(exp_B), .mant_A(mant_A), .mant_B(mant_B)
    );
    sign_multiplication mulAB(
        .sign_A(sign_A), .sign_B(sign_B), .exp_A(exp_A), .exp_B(exp_B), .mant_A(mant_A), .mant_B(mant_B),
        .mant_result(mant_result), .exp_result(exp_result), .sign_result(sign_result)
    );
    wire [22:0] mant_norm;
    mul_normalization normAB(
        .mant_conv(mant_result), .exp_result(exp_result), 
        .mant_norm(mant_norm), .exp_norm(exp_norm),.gaurd_bit(gaurd_bit), .round_bit(round_bit),.sticky_bit(sticky_bit)
    );
    mul_rounding roundAB(
        .mant_norm(mant_norm),.round_bit(round_bit),.sticky_bit(sticky_bit),.gaurd_bit(gaurd_bit), .mant_rounded(mant_rounded)
    );
    mul_packing packAB(
        .sign_result(sign_result), .exp_norm(exp_norm), .mant_rounded(mant_rounded), .result(result)
    );
endmodule

===== flow/run.sh =====
#!/bin/bash
# OpenROAD 26Q1-2900-gdf79404cd8, Yosys 0.63+post, stock flow scripts
make -C /OpenROAD-flow-scripts/flow DESIGN_CONFIG=/design/flow/config.mk WORK_HOME=/design/flow/orfs finish

==> reports/qor.yml <==
warnings: 33
worstHoldStart: "A[31]"
rsz0062_at_grt: "false"
setup_tns_ns: 0
critPathTopFamily: "adder cells"
relSlewSlack_pct: 46.08
grt_pass1_vias: 16910
synthCells: 2409
cp_num_buf_inv: 9
hold_viol_final: 0
startpoint_type: "input pin"
ios: 96
cp_slowest_cell: "clkdlybuf4s50_1"
grt_max_degree: 35
initial_utilization_pct: 51.13
ys_cells: 2409
die-height_um: 204.3
fin_crit_sh_pct: 81.37
setup_viol_count_final: 0
ys_area_um2: 20450
n_antenna_cell: 0
yosysWarnings: 0
cp.required_ns: 19.12
dr.pass1.iters: 5
cpMostUsedCell: "fa_1"
ctsResizeCount: 0
critPathKind: "input pin to output pin"
gp_congestion: 0.9707
routed-via-count: 15620
wire_per_inst_um: 19.01
synth.distinct_cells: 79
tightest_slew_ns: 0.8063
grt.total_usage_pct: 31.64
overflow: 0
cts_setup_buffers: 0
syn_area_um2: 20450
chipArea_um2: 41720
clkbuf_count: 0
pre_cts_slack_ns: 4.514
syn_to_final_growth_pct: 7.291
cts_hold_buffers: 0
core_um2: 40010
row_count: 73
io_buffer_count: 96
grt_pass1_wl_mm: 93.49
slew_violations: 0
hpwlAfterDp_mm: 44.45
seqCellArea_um2: 0
antenna_left: 0
final_cell_area_um2: 21950
status: "complete, no violations"
syn_area_per_cell_um2: 8.491
fmax_mhz: 51.42
nFlopsAndLatches: 0
wl_mm: 56.31
timing.final.ws_setup_ns: 4.452
drive_above_1_share_pct: 3.078
antenna_found_initial: 0
period_minus_slack_ns: 19.45
synth_seq_share_pct: 0
cp.arrival_ns: 14.67
end_kind: "output pin"
whs_path_depth: 3
drc: 0
worstPathMaxFanout: 34
place_area_um2: 21950
viasPerCell: 5.272
drtIter0Drc: 715
max-cap-violations: 0
die_w_um: 204.3
max_stage_delay_ns: 1.00
hold_class: "input pin to output pin"
holdPathEnd: "result[31]"
[final cells by class]
| class | instances | area, um2 |
|---|---|---|
| fill | 3689 | 18060 |
| multi-input combinational | 1698 | 17740 |
| inverter | 597 | 2241 |
| timing repair buffer | 142 | 1306 |
| tap | 525 | 656.9 |
[worst max path at each step]
stage / startpoint / cells past startpoint / end
4_1_cts: B[8] / 33 / result[22]
5_1_grt: B[8] / 33 / result[22]
6_report: B[8] / 33 / result[22]
[stage by stage]
stage | utilization, % | hold WS (ns) | instances
after detailed placement | 54.86 | 10.48 | 2962
after floorplan | - | 9.709 | 2409
after global routing | 54.86 | 10.50 | 2962
after CTS | 54.86 | 10.49 | 2962
after global placement | 54.86 | 10.48 | 2962
final | 54.86 | 10.48 | 2962
[metal layers]
metal | global-route usage (%) | vias up | part of all wire [%] | routed length [um]
li1 | - | 7209 | - | -
met1 | 46.43 | 7630 | 42 | 23630
met2 | 45.25 | 721 | 43 | 24360
met3 | 16.53 | 57 | 13 | 7409
met4 | 3.865 | 0 | 1.6 | 910
met5 | 0 | - | 0 | 0
[placed cells by master, fill, tap and decap left out, drive strengths merged, types with 23 or more instances in the layout]
master / instances
xor2: 23
a21oi: 58
and2: 245
buf: 46
ha: 184
nand2: 343
inv: 595
nor2: 75
fa: 482
clkdlybuf4s50: 96
o21ai: 39
xnor2: 39
[cell usage after synthesis, drive strengths merged, types with 14 or more instances]
cell	n	share of area [%]
nor2	75	1.4
xnor2	39	1.7
nand4	22	0.82
nor3	22	0.62
fa	482	47
clkbuf	96	1.8
nand3	14	0.39
buf	18	0.54
o21ai	39	0.95
a21oi	58	1.4
nand2	343	6.3
a21o	15	0.55
inv	595	11
and2	245	7.5
xor2	23	0.98
ha	184	11
[logic make-up after synthesis]
group	synth area share [%]
and+or+nand+nor	18.40
muxes	0.8686
buffers and inverters	13.26
adders and majority gates	58.43
xor gates and xnor gates	2.655
AOI/OAI and AO/OA	6.386
