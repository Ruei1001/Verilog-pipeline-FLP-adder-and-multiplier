==> /design/flow/design.v <==
module mul_unpack(
    input [31:0] A,
    input [31:0] B,
    output sign_A,          
    output sign_B,
    output [7:0] exp_A,     
    output [7:0] exp_B,
    output [23:0] mant_A,   
    output [23:0] mant_B
);
    assign sign_A = A[31];
    assign sign_B = B[31];
    assign exp_A = A[30:23];
    assign exp_B = B[30:23];
    assign mant_A = {1'b1, A[22:0]};
    assign mant_B = {1'b1, B[22:0]};
endmodule
module sign_multiplication(
    input sign_A,
    input sign_B,
    input [7:0] exp_A,     
    input [7:0] exp_B,
    input [23:0] mant_A,   
    input [23:0] mant_B,
    output [47:0] mant_result,
    output [7:0] exp_result,
    output sign_result
);
    wire [23:0] sign_mant_A, sign_mant_B;
    assign mant_result = mant_A * mant_B;
    assign exp_result = exp_A + exp_B - 8'd127;
    assign sign_result = sign_A ^ sign_B;
endmodule
module mul_normalization(
    input [47:0] mant_conv,
    input [7:0] exp_result,
    output [22:0] mant_norm,
    output [7:0] exp_norm,
    output gaurd_bit,
    output round_bit,
    output sticky_bit
);
    assign mant_norm = mant_conv[47] ? mant_conv[46:24] : mant_conv[45:23];
    assign exp_norm  = mant_conv[47] ? exp_result + 1'b1 : exp_result;
    assign gaurd_bit  = mant_conv[47] ? mant_conv[23] : mant_conv[22];
    assign round_bit  = mant_conv[47] ? mant_conv[22] : mant_conv[21];
    assign sticky_bit  = mant_conv[47] ? mant_conv[21] : mant_conv[20];
endmodule
module mul_rounding(
    input [22:0] mant_norm,
    input round_bit,
    input sticky_bit,
    input gaurd_bit,
    output [22:0] mant_rounded
);
    wire [22:0] temp;
    wire sticky_temp;
    assign sticky_temp = (~mant_norm[0] && sticky_bit ) ? 23'b1 : 23'b0;
    assign mant_rounded = (gaurd_bit) ? 23'b1 + mant_norm : mant_norm;
endmodule
module mul_packing(
    input sign_result,
    input [7:0] exp_norm,
    input [22:0] mant_rounded,
    output [31:0] result
);
    assign result = {sign_result, exp_norm, mant_rounded[22:0]};
endmodule
module FLP_mul(
    input [31:0] A,
    input [31:0] B,
    output [31:0] result
);
    wire sign_A, sign_B, sign_result;
    wire [7:0] exp_A, exp_B, exp_result, exp_norm;
    wire [47:0] mant_result, mant_conv;
    wire [23:0] mant_A, mant_B;
    wire [24:0] mant_A_align, mant_B_align;
    wire [24:0] mant_sum;
    wire [22:0] mant_rounded;
    wire round_bit, sign_norm, sticky_bit, gaurd_bit;
    mul_unpack unpackAB(
        .A(A), .B(B), .sign_A(sign_A), .sign_B(sign_B), .exp_A(exp_A), .exp_B(exp_B), .mant_A(mant_A), .mant_B(mant_B)
    );
    sign_multiplication mulAB(
        .sign_A(sign_A), .sign_B(sign_B), .exp_A(exp_A), .exp_B(exp_B), .mant_A(mant_A), .mant_B(mant_B),
        .mant_result(mant_result), .exp_result(exp_result), .sign_result(sign_result)
    );
    wire [22:0] mant_norm;
    mul_normalization normAB(
        .mant_conv(mant_result), .exp_result(exp_result), 
        .mant_norm(mant_norm), .exp_norm(exp_norm),.gaurd_bit(gaurd_bit), .round_bit(round_bit),.sticky_bit(sticky_bit)
    );
    mul_rounding roundAB(
        .mant_norm(mant_norm),.round_bit(round_bit),.sticky_bit(sticky_bit),.gaurd_bit(gaurd_bit), .mant_rounded(mant_rounded)
    );
    mul_packing packAB(
        .sign_result(sign_result), .exp_norm(exp_norm), .mant_rounded(mant_rounded), .result(result)
    );
endmodule
module D_FF_unpack_mul(
    input sign_A,
    input sign_B,
    input [7:0] exp_A,     
    input [7:0] exp_B,
    input [23:0] mant_A,   
    input [23:0] mant_B,
    input clk,
    output reg sign_A_out,
    output reg sign_B_out,
    output reg [7:0] exp_A_out,     
    output reg [7:0] exp_B_out,
    output reg [23:0] mant_A_out,   
    output reg [23:0] mant_B_out
);
    always @( posedge clk) begin
        sign_A_out <= sign_A;
        sign_B_out <= sign_B;
        mant_A_out <= mant_A;
        mant_B_out <= mant_B;
        exp_A_out <= exp_A;
        exp_B_out <= exp_B;
    end
endmodule
module D_FF_multi(
    input [47:0] mant_result,
    input [7:0] exp_result,
    input sign_result,
    input clk,
    output reg [47:0] mant_result_out,
    output reg [7:0] exp_result_out,
    output reg sign_result_out
);
    always @( posedge clk ) begin
        mant_result_out <= mant_result;
        sign_result_out <= sign_result;
        exp_result_out <= exp_result;
    end
endmodule
module mul_stage3(
    input [47:0] mant_conv,
    input [7:0] exp_result,
    input sign_result,
    output [31:0] result
);
    wire [22:0] mant_norm;
    wire round_bit, sign_norm, sticky_bit, gaurd_bit;
    wire [7:0] exp_norm;
    wire [22:0] mant_rounded;
    mul_normalization normAB(
        .mant_conv(mant_conv), .exp_result(exp_result), 
        .mant_norm(mant_norm), .exp_norm(exp_norm),.gaurd_bit(gaurd_bit), .round_bit(round_bit),.sticky_bit(sticky_bit)
    );
    mul_rounding roundAB(
        .mant_norm(mant_norm),.round_bit(round_bit),.sticky_bit(sticky_bit),.gaurd_bit(gaurd_bit), .mant_rounded(mant_rounded)
    );
    mul_packing packAB(
        .sign_result(sign_result), .exp_norm(exp_norm), .mant_rounded(mant_rounded), .result(result)
    );
endmodule
module FLP_multiplier_4(
    input [31:0] A,
    input [31:0] B,
    input rst,
    input clk,
    output [31:0] result
);
    wire sign_A, sign_B, sign_result, sign_result_out, sign_result_out2;
    wire [7:0] exp_A, exp_B, exp_result, exp_norm, exp_A_out, exp_B_out, exp_result_out, exp_result_out2;
    wire [47:0] mant_result, mant_conv, mant_result_out, mant_result_out2;
    wire [23:0] mant_A, mant_B;
    wire [23:0] mant_A_out, mant_B_out;
    wire [24:0] mant_sum;
    wire [22:0] mant_rounded;
    wire round_bit, sign_norm, sticky_bit, gaurd_bit;
    wire sign_A_out, sign_B_out;
    mul_unpack unpackAB(
        .A(A), .B(B), .sign_A(sign_A), .sign_B(sign_B), .exp_A(exp_A), .exp_B(exp_B), .mant_A(mant_A), .mant_B(mant_B)
    );
    D_FF_unpack_mul pipe1(
        .sign_A(sign_A), .sign_B(sign_B), .exp_A(exp_A), .exp_B(exp_B), .mant_A(mant_A), .mant_B(mant_B), .clk(clk),
        .sign_A_out(sign_A_out), .sign_B_out(sign_B_out), .exp_A_out(exp_A_out), .exp_B_out(exp_B_out), .mant_A_out(mant_A_out), .mant_B_out(mant_B_out)        
    );
    sign_multiplication mulAB(
        .sign_A(sign_A_out), .sign_B(sign_B_out), .exp_A(exp_A_out), .exp_B(exp_B_out), .mant_A(mant_A_out), .mant_B(mant_B_out),
        .mant_result(mant_result), .exp_result(exp_result), .sign_result(sign_result)
    );
    D_FF_multi pipe2(
        .mant_result(mant_result), .exp_result(exp_result), .sign_result(sign_result), .clk(clk),
        .mant_result_out(mant_result_out2), .exp_result_out(exp_result_out2), .sign_result_out(sign_result_out2)
    );
    D_FF_multi pipe3(
        .mant_result(mant_result_out2), .exp_result(exp_result_out2), .sign_result(sign_result_out2), .clk(clk),
        .mant_result_out(mant_result_out), .exp_result_out(exp_result_out), .sign_result_out(sign_result_out)
    );
    wire [22:0] mant_norm;
    mul_stage3 mul_stage3(
        .mant_conv(mant_result_out), .exp_result(exp_result_out), .sign_result(sign_result_out),.result(result)
    );
endmodule
==> /design/flow/run.sh <==
#!/bin/bash
# OpenROAD 26Q1-2900-gdf79404cd8, Yosys 0.63+post, stock flow scripts
make -C /OpenROAD-flow-scripts/flow DESIGN_CONFIG=/design/flow/config.mk WORK_HOME=/design/flow/orfs finish
==> /design/flow/config.mk <==
export PLATFORM = sky130hd
export DESIGN_NAME = FLP_multiplier_4
export DESIGN_NICKNAME = FLP_multiplier_4
export VERILOG_FILES = /design/flow/design.v
export SDC_FILE = /design/flow/constraint.sdc
export NUM_CORES = 4
export LEC_CHECK = 1
export CORE_UTILIZATION = 50
==> /design/flow/constraint.sdc <==
current_design FLP_multiplier_4

set clk_period 10.1
set clk_io_pct 0.2

create_clock -name clk0 -period $clk_period [get_ports {clk}]

set non_clock_inputs [all_inputs -no_clocks]
set_input_delay [expr $clk_period * $clk_io_pct] -clock clk0 $non_clock_inputs
set_output_delay [expr $clk_period * $clk_io_pct] -clock clk0 [all_outputs]
==> qor.csv <==
metric,value,unit
status,completed,
antenna_cells,0,
grt_start_max_net_pins,56,
ys_seq_share,11.9,%
r2r_slack,2.70,ns
drcViolationCount,0,
logic_area,17200,um2
finalWirelength,55.0,mm
cts_num_sinks,134,
worst_slew_pin_slew,0.869,ns
cts_repair_resize_count,0,
grt_pass1_vias,17463,
ys_cells,2436,
crit_top_cell,fa_1,
async_flop_share,0,%
io_buffers,96,
dpl.hpwl,40.7,mm
die_x,214,um
yosysTopAreaCell,fa_1,
cp.arrival,7.75,ns
grt_usage,28.3,%
ant_nets,0,
globalplace.congestion,0.925,
ys.flops,134,
drv_cap,0,
ys_types,60,
cts-htree-levels,4,
fp.dieH,214,um
wl_per_cell,17.8,um
yosys_warnings,2,
synth_area,22500,um2
worstPathMaxFanout,17,
synth.area.top_cells,"fa_1 43%, dfxtp_1 12%, ha_1 10%",
warnings,27,
top_area_share,42.8,%
fmax,0.135,GHz
critPathRequiredTime,10.45,ns
finalSetupViolCount,0,
cts_tree,built,
instances_no_fill,3089,
ys.flop_type,dfxtp_1,
rsz0062_at_grt,false,
die_area,45900,um2
finClkSkew,0.0133,ns
viasPerCell,5.10,
drive_gt1_share,3.96,%
cts_made_buffers,17,
fp-utilization,50.8,%
regArea,2680,um2
setup_tns,0,ns
min_period_over_period,73.3,%
startpoint_type,register,
hold_path_class,reg -> reg,
core,44300,um2
postSynthAreaPerCell,9.24,um2
slew_violations,0,
grt_pass1_wl,92.8,mm
end_kind,register,
cts_buffer_depth,2,
first_pass_iters,5,
synth-edff-count,0,
antenna_found_initial,0,
grt-ovfl-total,0,
ys_chip_area,22500,um2
hold_violations,0,
fillCellCount,3943,
clk_pin_slew,0.06,ns
drtIter0Drc,518,
cts_hold_buf,0,
io_pins,98,
clkLatencyLatePin,0.47,ns
worst_path_largest_cell_delay,0.57,ns
dp_cells,3057,
num_vias,15740,
fin_crit,7.40,ns
area_delta_synth_final,9.92,%
post-cts-setup-buffer-count,0,
synthCells,2436,
core.rowCount,77,
cts-root-buf,clkbuf_16,
worstSetupPathType,reg -> reg,
timing.slew.headroom,42.0,%
cpMaxStageDelayCell,or4_1,
[registers in the layout (all words and copies together) (netlist names)]
signal,count
pipe2.exp_result_out,8
pipe3.exp_result_out,8
pipe2.sign_result_out,1
pipe3.mant_result_out,26
pipe1.sign_B_out,1
pipe1.exp_B_out,8
pipe2.mant_result_out,26
pipe1.mant_B_out,23
pipe1.mant_A_out,23
pipe1.exp_A_out,8
pipe3.sign_result_out,1
pipe1.sign_A_out,1
[logic make-up after synthesis]
kind of cell / Yosys count / share of synthesized area, %
compound gates: 148 / 4.26
xor+xnor: 78 / 3.03
fa+ha+maj: 666 / 53.1
buf+inv: 707 / 11.9
flops: 134 / 11.9
mux: 13 / 0.600
simple gates: 690 / 15.3
[worst paths after layout]
check,startpoint,end,depth (start not counted)
worst min-delay path,pipe2.mant_result_out[24],pipe3.mant_result_out[24],0
worst max register to register,pipe1.mant_B_out[8],pipe2.mant_result_out[38],25
worst max-delay path,pipe1.mant_B_out[8],pipe2.mant_result_out[38],25
worst min register to register,pipe2.mant_result_out[24],pipe3.mant_result_out[24],0
[worst max-delay path: cells and delay by family, from the launching register on]
family          cells  cell delay, ns
compound gates      4            0.71
fa+ha+maj           8            3.74
simple gates        4            1.26
buf+inv             8            1.09
xor+xnor            1            0.16
flops               1            0.31
[layer usage]
| layer | up-vias | track usage (%) | share of wire (%) |
|---|---|---|---|
| li1 | 7214 | - | - |
| met1 | 7806 | 38.9 | 39 |
| met2 | 594 | 42.8 | 47 |
| met3 | 126 | 12.8 | 11 |
| met4 | 0 | 7.81 | 3.7 |
| met5 | - | 0 | 0 |
[cell usage after synthesis (5+ instances only)]
cell type	number
a21o_1	23
a21oi_1	60
a31oi_1	9
and2_1	244
and2_2	6
and3_1	13
clkbuf_1	104
dfxtp_1	134
fa_1	482
ha_1	184
inv_1	591
mux2i_1	9
nand2_1	297
nand3_1	28
nand4_1	10
nor2_1	54
nor2b_1	13
nor3_1	7
o21a_1	6
o21ai_0	14
o21bai_1	5
xnor2_1	49
xor2_1	29
[area by class of cell]
class / instances / share of cell area, %
multi-input cells: 1595 / 69.4
flip-flops and latches: 134 / 10.8
inverters: 593 / 8.99
repair buffers: 143 / 5.31
well taps: 592 / 2.99
clock buffers: 19 / 1.83
clock inverters: 13 / 0.682
[layout by cell type, fill, tap and decap left out, drive strengths merged, types with 2 or more instances in the layout]
master,n
and4,2
o21ai,18
nand2,298
dfxtp,134
a311oi,2
a21boi,3
or4,2
ha,184
nand2b,4
a211oi,3
nor2,54
inv,594
xnor2,49
a31oi,10
nor3,7
a21o,23
o21a,6
o21bai,5
buf,47
o2111ai,4
o311ai,2
clkdlybuf4s50,96
fa,482
nor4,2
and2,250
clkinv,8
nand3,29
mux2,4
o211ai,3
a21oi,61
and3,13
nor2b,14
clkbuf,19
xor2,29
bufinv,3
mux2i,9
nand4,10
[per-stage QoR]
| step | cell area (um2) | setup slack (ns) | hold WS, ns | utilization (%) |
|---|---|---|---|---|
| final | 24800 | 2.70 | 0.325 | 55.9 |
| after global routing | 24800 | 2.27 | 0.335 | 55.9 |
| after CTS | 24800 | 2.70 | 0.326 | 55.9 |
| after detailed placement | 24100 | 2.69 | 0.312 | 54.4 |
| after global placement | 24100 | 2.72 | 0.311 | 54.4 |
| after floorplan | 22500 | 3.57 | 0.310 | - |
